--- flow/config.mk ---
export PLATFORM = sky130hd
export DESIGN_NAME = VendingMachine
export DESIGN_NICKNAME = VendingMachine
export VERILOG_FILES = /design/flow/design.v
export SDC_FILE = /design/flow/constraint.sdc
export NUM_CORES = 4
export LEC_CHECK = 1
export CORE_AREA = 10 10 70 70
export DIE_AREA = 0 0 80 80
--- flow/design.v ---
module VendingMachine(
	i_clk,
	i_nickle,       
	i_dime,         
	i_quarter,      
	o_soda,    
	o_change,   
	reset_n		 
);
input i_clk;
input i_nickle;	
input i_dime;		
input i_quarter;	
output reg 		  o_soda;	
output reg [2:0] o_change;
input reset_n;
reg [1:0] money;
always @(posedge i_clk or negedge reset_n) begin
	if (!reset_n) begin
		o_change <= 3'b000;
		money 	<= 2'b00;
		o_soda 	<= 1'b0;
	end else begin
		if (o_soda) begin
			o_soda 	<= 1'b0;
			money 	<= 2'b00;
			o_change <= 3'b000;
		end	
		else begin
			case (money)
				2'b00: begin
					if (i_nickle) begin
						money  <= 2'b01;
						o_soda <= 1'b0;
						o_change <= 3'b000;
					end
					else if (i_dime) begin
						money  <= 2'b10;
						o_soda <= 1'b0;
						o_change <= 3'b000;
					end	
					else if (i_quarter) begin
						money  <= 2'b00;
						o_soda <= 1'b1;
						o_change <= 3'b001; 
					end	
					else begin
						money  <= 2'b00;
						o_soda <= 1'b0;
						o_change <= 3'b000;	
					end
				end	
				2'b01: begin	
					if (i_nickle) begin
						money  <= 2'b10;
						o_soda <= 1'b0;
						o_change <= 3'b000;
					end	
					else if (i_dime) begin
						money  <= 2'b11;
						o_soda <= 1'b0;
						o_change <= 3'b000;
					end	
					else if (i_quarter) begin
						money  <= 2'b00;
						o_soda <= 1'b1;
						o_change <= 3'b010;
					end	
					else begin
						money  <= 2'b01;
						o_soda <= 1'b0;
						o_change <= 3'b000;
					end
				end	
				2'b10: begin
					if (i_nickle) begin 
						money  <= 2'b11;
						o_soda <= 1'b0;
						o_change <= 3'b000;
					end	
					else if (i_dime) begin
						money  <= 2'b00;
						o_soda <= 1'b1;
						o_change <= 3'b000;
					end	
					else if (i_quarter) begin
						money  <= 2'b00;
						o_soda <= 1'b1;
						o_change <= 3'b011;
					end	
					else begin
						money  <= 2'b10;
						o_soda <= 1'b0;
						o_change <= 3'b000;
					end
				end	
				2'b11: begin
					if (i_nickle) begin
						money  <= 2'b00;
						o_soda <= 1'b1;
						o_change <= 3'b000;
					end	
					else if (i_dime) begin
						money  <= 2'b00;
						o_soda <= 1'b1;
						o_change <= 3'b001;
					end	
					else if (i_quarter) begin
						money  <= 2'b00;
						o_soda <= 1'b1;
						o_change <= 3'b100;
					end	
					else begin
						money  <= 2'b00;
						o_soda <= 1'b0;
						o_change <= 3'b000;
					end
				end	
				default: begin	
						if (i_nickle) begin
						money  <= 2'b01;
						o_soda <= 1'b0;
						o_change <= 3'b000;
					end
					else if (i_dime) begin
						money  <= 2'b10;
						o_soda <= 1'b0;
						o_change <= 3'b000;
					end	
					else if (i_quarter) begin
						money  <= 2'b00;
						o_soda <= 1'b1;
						o_change <= 3'b001; 
					end	
					else begin
						money  <= 2'b00;
						o_soda <= 1'b0;
						o_change <= 3'b000;	
					end
				end	
			endcase
		end  
	end	
end	
endmodule
--- flow/constraint.sdc ---
current_design VendingMachine

set clk_period 2.1
set clk_io_pct 0.2

create_clock -name clk0 -period $clk_period [get_ports {i_clk}]

set non_clock_inputs [all_inputs -no_clocks]
set_input_delay [expr $clk_period * $clk_io_pct] -clock clk0 $non_clock_inputs
set_output_delay [expr $clk_period * $clk_io_pct] -clock clk0 [all_outputs]
--- flow/run.sh ---
#!/bin/bash
# OpenROAD 26Q1-2900-gdf79404cd8, Yosys 0.63+post, stock flow scripts
make -C /OpenROAD-flow-scripts/flow DESIGN_CONFIG=/design/flow/config.mk WORK_HOME=/design/flow/orfs finish
==> summary.txt <==
yosys + openroad results -> top cells, area dfrtp_1, dfstp_2, buf_6, Row Count 21, final setup margin 0.398 ns, Slowest Stage Delay on Critical Path 0.53 ns, CP top delay family buffers and inverters, cells in synth_stat.txt 34, Log Warnings 25, # hold bufs at CTS 0, Peak supply drop 0.437 mV, GRT Resource Usage Total 2.82%, Vias 303, Iteration-0 DRC Markers 13, Die Wd 80 um, vias in the first global route 305, Antenna Nets Post-Route 0, Post-Synthesis Cells 34, synthesis area per yosys 364 um2, Register-to-Register Path Depth 3, drt wl/cell 8.67 um, endpoints failing setup 0, routability-driven placement congestion ratio 0.831, Rel. slew slack 62.9%, number of enable flip-flop cells 0, status finished, final reports clean, Die H 80 um, hpwl dp 578 um, RSZ-0062 raised after global routing false, hold_ws 0.441 ns, Setup Buffers After CTS 0, full die area 6400 um2, max_cap viols 0, CTS resizes 0, Reg-to-Reg End o_change[0], sequential-to-total area share from yosys stat 55.3%, Final Hold Viols 0, Hold Crit Class in2async, Tcrit/Tclk final 81.0%, Mapped Area 364 um2, largest net degree at the start of global routing 10, Critical Path AT 1.28 ns, Max Clock Freq 0.588 GHz, flops & latches, synth 8, skew final 0.00227 ns, gr ovfl total 0, reg2reg setup slack 0.74 ns, Crit Path Class reg2out, crit path launch type flip-flop, Avg Inst Size Synth 10.7 um2, Unique cell types 18, share of layout cells above drive strength 1 11.1%, drt total wl 789 um, initial antenna violation count 0, area leader, netlist dfrtp_1, global-route wire length before repair 1440 um, Max Slew Vio Count 0, Clock transition at path regs 0.06 ns, RR Startpoint o_soda, clk buf depth 2, clk latency late pin 0.26 ns, Ant. Diodes 0, # port buffers 8, H-Tree Depth 1, Critical Path RT 1.68 ns, CTS root buf clkbuf_4, Min Clock Period, post-route 1.70 ns, Top cell area share 48.1%, TritonCTS clock tree done, setup_tns 0 ns, Least-Margin Pin Slew 0.549 ns, core area 3420 um2, worst-path cell chain clkdlybuf4s50_1, Worst setup EP type output pin, Slowest-stage cell, CP clkdlybuf4s50_1, CTS sink count 8, yosys warns 1, pre-CTS WS 0.194 ns, leak pwr 0.000195 uW, Max FO, Critical Path 8, via density per instance 3.33, Post-synth ARST share 100%, main flop type after synthesis dfrtp_1, area growth from synthesis to layout 40.9%, DRC violations left 0, total CTS buffers 3, floorplan utilization 10.7%, I/O pin cnt 9, pwr dens 805 nW/um2, DRT Pass-1 Iters 5, Critical path buffers and inverters 1
## cell families (layout without fill, tap and decap cells)
group | count (synthesis) | in the layout | share of synthesized area (%)
buf+inv | 4 | 15 | 8.25
flops | 8 | 8 | 55.3
simple gates | 12 | 12 | 18.6
compound gates | 10 | 10 | 17.9
## worst register-to-register path, cell delays in order, from the launching register on
cell     delay (ns)
dfrtp_1        0.47
nor4b_1        0.52
o21ai_0        0.17
o31ai_1        0.11
## worst max-delay path by stage
stage	start	end	slack, ns	depth (start not counted)
CTS	o_soda	o_soda	0.42	1
global route	i_dime	o_change[0]	0.25	4
finish	o_soda	o_soda	0.40	1
## power by group
part / leakage, uW / internal (uW) / switching [uW]
logic: 0.0000768 / 43.1 / 29.3
clock network: 0.0000150 / 73.0 / 57.4
registers: 0.000104 / 183 / 27.0
total: 0.000195 / 299 / 114
## cells in the mapped netlist, types with 2 or more instances
cell     instances
nor4b_1          2
a21oi_1          4
nor2_1           3
dfrtp_1          7
nand2_1          2
inv_1            2
buf_6            2
or3_1            2
## registers in the layout (all words and copies together) (netlist names)
signal    flops
o_change      3
money         4
o_soda        1
## metrics by stage
stage	cells	utilization, %	area, um2	total power (uW)
6_report	91	15.0	513	413
5_1_grt	91	15.0	513	445
4_1_cts	91	15.0	513	413
3_5_place_dp	87	14.2	487	282
3_3_place_gp	87	14.2	487	281
2_1_floorplan	34	-	364	246
## final cells by class
| cell class | count | area, um2 |
|---|---|---|
| inverter | 2 | 7.51 |
| sequential | 8 | 201 |
| clock buffer | 4 | 26.3 |
| timing repair buffer | 9 | 87.6 |
| tap | 46 | 57.6 |
| fill | 390 | 2900 |
| multi-input combinational | 22 | 133 |
## layout by cell type, fill, tap and decap left out, drive strengths merged
cell	Yosys	final
clkdlybuf4s50	0	8
o21ai	1	1
o31ai	1	1
nor3	1	1
buf	2	1
nor4b	2	2
dfstp	1	1
and2	1	1
clkbuf	0	4
nand2	2	2
nand3b	1	1
a21oi	4	4
inv	2	2
dfrtp	7	7
or3	2	2
a211o	1	1
a21boi	1	1
a221oi	1	1
o21a	1	1
nor2	3	3
## metal layers
layer	global-route usage [%]	wire length, um	vias up
met5	0	0	-
met4	0.176	0	0
met3	2.84	185	0
met2	2.57	222	20
met1	4.26	381	141
li1	-	-	142
No activity file was given, so power comes from the tool's default toggle rates.
