==> design/flow/design.v <==
module Vending_Machine(
	i_clk,
	i_nickle,       
	i_dime,         
	i_quarter,      
	o_soda,    
	o_change,   
	reset_n		 
);
input i_clk;
input i_nickle;	
input i_dime;		
input i_quarter;	
output reg 		  o_soda;	
output reg [2:0] o_change;
input reset_n;
reg [1:0] money;
always @(posedge i_clk or negedge reset_n) begin
	if (!reset_n) begin
		o_change <= 3'b000;
		money 	<= 2'b00;
		o_soda 	<= 1'b0;
	end else begin
		if (o_soda) begin
			o_soda 	<= 1'b0;
			money 	<= 2'b00;
			o_change <= 3'b000;
		end	
		else begin
			case (money)
				2'b00: begin
					if (i_nickle) begin
						money  <= 2'b01;
						o_soda <= 1'b0;
						o_change <= 3'b000;
					end
					else if (i_dime) begin
						money  <= 2'b10;
						o_soda <= 1'b0;
						o_change <= 3'b000;
					end	
					else if (i_quarter) begin
						money  <= 2'b00;
						o_soda <= 1'b1;
						o_change <= 3'b001; 
					end	
					else begin
						money  <= 2'b00;
						o_soda <= 1'b0;
						o_change <= 3'b000;	
					end
				end	
				2'b01: begin	
					if (i_nickle) begin
						money  <= 2'b10;
						o_soda <= 1'b0;
						o_change <= 3'b000;
					end	
					else if (i_dime) begin
						money  <= 2'b11;
						o_soda <= 1'b0;
						o_change <= 3'b000;
					end	
					else if (i_quarter) begin
						money  <= 2'b00;
						o_soda <= 1'b1;
						o_change <= 3'b010;
					end	
					else begin
						money  <= 2'b01;
						o_soda <= 1'b0;
						o_change <= 3'b000;
					end
				end	
				2'b10: begin
					if (i_nickle) begin 
						money  <= 2'b11;
						o_soda <= 1'b0;
						o_change <= 3'b000;
					end	
					else if (i_dime) begin
						money  <= 2'b00;
						o_soda <= 1'b1;
						o_change <= 3'b000;
					end	
					else if (i_quarter) begin
						money  <= 2'b00;
						o_soda <= 1'b1;
						o_change <= 3'b011;
					end	
					else begin
						money  <= 2'b10;
						o_soda <= 1'b0;
						o_change <= 3'b000;
					end
				end	
				2'b11: begin
					if (i_nickle) begin
						money  <= 2'b00;
						o_soda <= 1'b1;
						o_change <= 3'b000;
					end	
					else if (i_dime) begin
						money  <= 2'b00;
						o_soda <= 1'b1;
						o_change <= 3'b001;
					end	
					else if (i_quarter) begin
						money  <= 2'b00;
						o_soda <= 1'b1;
						o_change <= 3'b100;
					end	
					else begin
						money  <= 2'b00;
						o_soda <= 1'b0;
						o_change <= 3'b000;
					end
				end	
				default: begin	
						if (i_nickle) begin
						money  <= 2'b01;
						o_soda <= 1'b0;
						o_change <= 3'b000;
					end
					else if (i_dime) begin
						money  <= 2'b10;
						o_soda <= 1'b0;
						o_change <= 3'b000;
					end	
					else if (i_quarter) begin
						money  <= 2'b00;
						o_soda <= 1'b1;
						o_change <= 3'b001; 
					end	
					else begin
						money  <= 2'b00;
						o_soda <= 1'b0;
						o_change <= 3'b000;	
					end
				end	
			endcase
		end  
	end	
end	
endmodule
==> design/flow/run.sh <==
#!/bin/bash
# OpenROAD 26Q1-2900-gdf79404cd8, Yosys 0.63+post, stock flow scripts
make -C /OpenROAD-flow-scripts/flow DESIGN_CONFIG=/design/flow/config.mk WORK_HOME=/design/flow/orfs finish
==> design/flow/config.mk <==
export PLATFORM = sky130hd
export DESIGN_NAME = Vending_Machine
export DESIGN_NICKNAME = Vending_Machine
export VERILOG_FILES = /design/flow/design.v
export SDC_FILE = /design/flow/constraint.sdc
export NUM_CORES = 4
export LEC_CHECK = 1
export CORE_AREA = 10 10 70 70
export DIE_AREA = 0 0 80 80
==> design/flow/constraint.sdc <==
current_design Vending_Machine

set clk_period 2.1
set clk_io_pct 0.2

create_clock -name clk0 -period $clk_period [get_ports {i_clk}]

set non_clock_inputs [all_inputs -no_clocks]
set_input_delay [expr $clk_period * $clk_io_pct] -clock clk0 $non_clock_inputs
set_output_delay [expr $clk_period * $clk_io_pct] -clock clk0 [all_outputs]
==> impl_metrics.csv <==
group,metric,value,unit
setup_path,end_kind,"output port",
global_routing,grt_max_degree,10,
setup_path,crit_type,"flip-flop to output port",
setup_path,path_buffers,1,
setup_path,crit_chain,"clkdlybuf4s50_1",
placed_design,port_buffers,8,
yosys,edf_count,0,
yosys,async_flop_share,100.0,%
clock_network,numCtsBuffers,3,
clock_network,clk_path_buf_depth,2,
floorplanning,io_pins,9,
yosys,synth_area_per_cell,10.71,um^2
yosys,ff_type,"dfrtp_1",
yosys,yosysWarnings,1,
clock_network,h-tree-depth,1,
floorplanning,rows,21,
yosys,synth_cell_types,18,
clock_network,hold_buffers,0,
yosys,synth_top_cell_by_area,"dfrtp_1",
power_and_ir_drop,clockPowerShare,31.6,%
drt,postRouteAntennaNets,0,
power_and_ir_drop,internal_power,299.2,uW
clock_network,cts.clk_slew.worst_paths,0.06,ns
final_timing,tightest_slew,0.5492,ns
global_routing,grtUsageTotal,2.819,%
placed_design,gp_congestion,0.8312,
clock_network,cts_root_buffer,"clkbuf_4",
final_timing,setup_slack,0.3980,ns
power_and_ir_drop,switchingPower,113.6,uW
power_and_ir_drop,ir_drop,0.0004373,V
drt,firstDrtPassIters,5,
yosys,synth-cells-yosys,34,
cells_and_area,final_util,15.02,%
global_routing,grt_pass1_vias,305,
cells_and_area,syn_to_final_growth,40.89,%
yosys,top_cell,"dfrtp_1",
drt,vias,303,
final_timing,drv_slew,0,
clock_network,cts_setup_buffers,0,
setup_path,crit_slowest_cell,"clkdlybuf4s50_1",
final_timing,period_used_share,81.05,%
placed_design,dpl_worst_slack,0.1938,ns
yosys,synth_flops,8,
final_timing,final.min_clock_period,1.702,ns
floorplanning,core-area,3416,um^2
final_timing,fmax,587.5,MHz
drt,routed_wl,789,um
power_and_ir_drop,sw_frac_of_total,27.53,%
final_timing,rsz0062_at_grt,"false",
power_and_ir_drop,p_leak,0.1955,nW
drt,via_per_inst,3.330,
drt,drc,0,
final_timing,setup_tns,0,ns
final_timing,setup_viol,0,
drt,drtIter0Drc,13,
final_timing,slew-limit-headroom,62.87,%
final_timing,whs,0.4407,ns
floorplanning,fp.dieH,80,um
yosys,yosys-top-cells-count,"7 x dfrtp_1, 4 x a21oi_1, 3 x nor2_1",
placed_design,dp_hpwl,577.9,um
clock_network,cts_tree,"done",
final_timing,hold_viol,0,
yosys,ys_chip_area,364.1,um^2
setup_path,crit_arrival,1.28,ns
hold_path,holdCritPathClass,"primary input to async pin",
final_timing,finClkSkew,0.002274,ns
floorplanning,fp_util,10.66,%
setup_path,cp_top_family,"buffers and inverters",
global_routing,grt_pass1_wl,1435,um
clock_network,insertion_delay,0.26,ns
setup_path,critPathMaxStageDelay,0.53,ns
setup_path,worstSetupStartpointType,"flip-flop",
power_and_ir_drop,pwr-share-comb,17.5,%
yosys,synth_area,364.1,um^2
global_routing,antenna_found_initial,0,
outcome,run_status,"finished clean",
yosys,netlist_instances,34,
flow_run,drv_cap,0,
setup_path,crit_required,1.68,ns
clock_network,clock-sinks,8,
setup_path,path_max_fanout,8,
yosys,yosys.area.top_type_share,48.11,%
global_routing,grt.overflow.total,0,
floorplanning,die_w,80,um
cells_and_area,layout-drive-gt1-share,11.11,%
drt,routedWlPerCell,8.670,um
drt,num_antenna_cells,0,
cells_and_area,nFillCells,390,
power_and_ir_drop,seqPwrFrac,50.9,%
yosys,area_leaders,"dfrtp_1 48%, dfstp_2 7.2%, buf_6 6.2%",
floorplanning,die-area,6400,um^2
power_and_ir_drop,cellPowerDensity,804.7,nW/um^2
clock_network,cts_resized,0,
flow_run,warnings,25,
yosys,ys_seq_share,55.33,%
power groups by stage:
stage / Sequential (mW) / Combinational, mW / Clock [mW]
4_1_cts: 0.208 / 0.0738 / 0.131
6_report: 0.210 / 0.0724 / 0.130
5_1_grt: 0.213 / 0.0841 / 0.148
per-stage QoR:
| step | instances | cell area (um^2) | power (mW) |
|---|---|---|---|
| floorplan | 34 | 364.1 | 0.2463 |
| global placement | 87 | 486.7 | 0.2811 |
| detailed placement | 87 | 486.7 | 0.2825 |
| CTS | 91 | 513.0 | 0.4126 |
| global route | 91 | 513.0 | 0.4452 |
| finish | 91 | 513.0 | 0.4128 |
placed cells by master (no fill, tap or decap), types with 2 or more instances in the layout:
cell type        Yosys  layout
clkdlybuf4s50_1      0       8
dfrtp_1              7       7
a21oi_1              4       4
nor2_1               3       3
clkbuf_4             0       3
inv_1                2       2
or3_1                2       2
nor4b_1              2       2
nand2_1              2       2
final timing paths:
kind                           from     endpoint  slack, ns  depth (start not counted)
max                          o_soda       o_soda       0.40                          1
max reg2reg                  o_soda  o_change[0]       0.74                          3
max in group asynchronous   reset_n     money[0]       1.35                          1
min reg2reg                money[1]     money[3]       0.54                          2
min in group clk0          money[1]     money[3]       0.54                          2
min                         reset_n  o_change[0]       0.44                          1
cell type report:
class / instances / area, um^2 / area share [%]
Sequential cell: 8 / 201.4 / 39.27
Tap cell: 46 / 57.56 / 11.22
Multi-Input combinational cell: 22 / 132.6 / 25.85
Timing Repair Buffer: 9 / 87.58 / 17.07
Clock buffer: 4 / 26.28 / 5.122
Inverter: 2 / 7.507 / 1.463
state kept, by name, indices dropped and copies added, names as in the netlist:
register	cells
o_soda	1
money	4
o_change	3
kinds of logic after synthesis:
kind of cell    after synthesis  synth area share, %
flops                         8                55.33
buf+inv                       4                8.248
compound gates               10                17.87
simple gates                 12                18.56
routing by layer:
layer,global-route usage (%),vias to the layer above,routed length [um]
li1,-,142,-
met1,4.260,141,381
met3,2.841,0,185
met2,2.568,20,222
met5,0,-,0
met4,0.1761,0,0
No activity file was given, so power comes from the tool's default toggle rates.
